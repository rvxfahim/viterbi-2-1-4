File: /design/flow/design.v
module d_ff(clk, reset, q, d, out);
  input clk;
  input reset;
  input d;
  output [3:0]q;
  output [1:0]out;
  reg  [3:0]q;
  reg [1:0]out;
  always @ (posedge clk) begin
    if(!reset) begin
		q[3]=0;
      		q[2]=0;
		q[1]=0;
		q[0]=0;
	end
  	else begin
		q[3]=q[2];
		q[2]=q[1];
		q[1]=q[0];
		q[0]=d;
	end
    out[1]=q[0]^q[1]^q[2]^q[3];
    out[0]=q[0]^q[1]^q[3];
end
endmodule
File: /design/flow/run.sh
#!/bin/bash
# OpenROAD 26Q1-2900-gdf79404cd8, Yosys 0.63+post, stock flow scripts
make -C /OpenROAD-flow-scripts/flow DESIGN_CONFIG=/design/flow/config.mk WORK_HOME=/design/flow/orfs finish
File: /design/flow/constraint.sdc
current_design d_ff

set clk_period 1.7
set clk_io_pct 0.2

create_clock -name clk0 -period $clk_period [get_ports {clk}]

set non_clock_inputs [all_inputs -no_clocks]
set_input_delay [expr $clk_period * $clk_io_pct] -clock clk0 $non_clock_inputs
set_output_delay [expr $clk_period * $clk_io_pct] -clock clk0 [all_outputs]
File: /design/flow/config.mk
export PLATFORM = sky130hd
export DESIGN_NAME = d_ff
export DESIGN_NICKNAME = d_ff
export VERILOG_FILES = /design/flow/design.v
export SDC_FILE = /design/flow/constraint.sdc
export NUM_CORES = 4
export LEC_CHECK = 1
export CORE_AREA = 10 10 70 70
export DIE_AREA = 0 0 80 80
export SYNTH_HDL_FRONTEND = slang
==> impl_metrics.ini <==
; synthesis and place-and-route metrics
[run_status]
outcome = finished, final reports clean

[timing]
finalHoldViolCount = 0
fin_crit_ns = 1.47
slew_headroom = 0.874
finalClockPeriodUsage = 0.863
fin_skew_ns = 0.00185
finalSetupTns_ns = 0
max_freq_mhz = 681
setup_viol = 0
rsz0062_at_grt = no
slew_viol_final = 0
worstMarginPinSlew_ns = 0.189

[synth]
yosysSeqAreaShare = 0.596
synth_cell_types = 6
yosys-mux-area-fraction = 0
compound_area_frac = 0
netlist_area_um2 = 201
yosysWarnings = 0
topCombFamilyByArea = XOR/XNOR gates
numSynthFlops = 6
adder_share = 0
avgSynthCellArea_um2 = 12.6
xor_share = 0.211
synthCells = 16
yosys_cells = 16
yosys-stat-area_um2 = 201
simple_gate_share = 0.193

[grt]
grt_max_degree = 7
grt_pass1_wl_um = 586
antenna_found_initial = 0
grt-ovfl-total = 0
grt_usage = 0.0111
grt_pass1_vias = 151

[clocking]
cts_hold_buf = 0
clockRootBuffer = clkbuf_4
cts_setup_buffers = 0
cts_tree = built
clock_sinks = 6
cts_buffers = 3
clk_pin_slew_ns = 0.04
cts_buffer_depth = 2
cts_resized = 0
cts.htree.levels = 1
clk_latency_ns = 0.24

[layout]
area_growth_pct = 79.5
layout-drive-gt1-share = 0.185

[critical_path]
crit_path_max_fanout = 4
cp-end-kind = output pin
slowest_stage = clkdlybuf4s50_1
cp_top_family = buffers and inverters
critPathLaunchType = flop
critPathRequiredTime_ns = 1.36
cp_cell_sequence = clkdlybuf4s50_1
cp.arrival_ns = 1.13
cpPeakStageDelay_ns = 0.50
worstSetupPathType = reg -> out
path_buffers = 1

[floorplanning]
pin_count = 9
dieWidth_um = 80
core_um2 = 3420
dieArea_um2 = 6400
initCoreUtil = 0.0590
placementRows = 21
die_y_um = 80

[routing]
antenna-diode-count = 0
wl_per_cell_um = 5.36
ant_nets = 0
drt-pass1-iter-count = 1
drt-initial-drc-count = 0
drc = 0
num_vias = 148
drt_wl_total_um = 391
via_per_inst = 2.03

[run]
tool_warnings = 25
cap_violations = 0

[pwr]
power_frac_seq = 0.492
p_clk_frac = 0.394
p_per_area_nw_per_um2 = 867
switchingPower_uw = 57.0
ir_drop_uv = 96.2
combPwrFrac = 0.115
finalPower_uw = 314
swShare = 0.182
p_leak_nw = 0.127
internal_power_uw = 257

[placement]
portBuffers = 8
place.gp.congestion = 0.675

[min_path]
hold_path.class = reg -> reg
registers in the layout (all words and copies together), names as in the netlist:
signal and cells:
q 4, out 2
logic make-up after synthesis:
logic type,Yosys count
xor gates and xnor gates,4
and+or+nand+nor,6
DFF,6
Yosys cell counts (all sizes together):
master | number | area share
and2 | 6 | 0.19
xor2 | 1 | 0.043
dfxtp | 6 | 0.60
xnor2 | 3 | 0.17
path summary, 6_finish.rpt:
path	start	endpoint	slack [ns]	cells after the start
worst max register to register	q[0]$_DFF_P_	out[1]$_DFF_P_	0.79	3
worst min register to register	q[1]$_DFF_P_	q[2]$_DFF_P_	0.54	1
worst max-delay path	q[0]$_DFF_P_	q[0]	0.23	1
worst min-delay path	q[1]$_DFF_P_	q[2]$_DFF_P_	0.54	1
power by group through the flow:
stage	registers (mW)	clock network (mW)	logic (mW)
global route	0.155	0.140	0.0405
CTS	0.154	0.131	0.0369
finish	0.154	0.123	0.0360
layout by cell type, fill, tap and decap left out:
master           instances
dfxtp_1                  6
and2_1                   5
clkdlybuf4s50_1          8
xnor2_1                  2
clkbuf_4                 3
xor2_1                   1
and2_2                   1
xnor2_2                  1
worst register-to-register path: cells and delay by family (launching register included):
kind             cells  cell delay (ns)
flip-flops           1             0.40
AND/OR/NAND/NOR      1             0.15
XOR/XNOR             2             0.26
per-layer routing:
metal  GRT usage  share of wire  wire (µm)
met1      0.0127           0.43        167
met2      0.0144           0.31        122
met3     0.00682           0.21         83
met4     0.00880          0.043         17
met5           0              0          0
cell type report:
| class | count | area [µm²] |
|---|---|---|
| fill | 394 | 3050 |
| timing repair buffer | 8 | 80.1 |
| tap | 46 | 57.6 |
| sequential | 6 | 120 |
| clock buffer | 3 | 22.5 |
| multi-input combinational | 10 | 81.3 |
metrics by stage:
| stage | util | cells | hold slack [ns] | area (µm²) | worst slack, ns |
|---|---|---|---|---|---|
| 6_report | 0.106 | 73 | 0.536 | 362 | 0.232 |
| 3_3_place_gp | 0.0993 | 70 | 0.495 | 339 | 0.313 |
| 4_1_cts | 0.106 | 73 | 0.531 | 362 | 0.215 |
| 3_5_place_dp | 0.0993 | 70 | 0.513 | 339 | 0.322 |
| 5_1_grt | 0.106 | 73 | 0.553 | 362 | 0.197 |
| 2_1_floorplan | - | 16 | 0.454 | 201 | 0.847 |
No activity file was given, so power comes from the tool's default toggle rates.
